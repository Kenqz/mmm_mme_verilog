==> design.v <==
module mmm #(
   parameter integer N = 32
) (
   input wire [N-1:0] a,
   input wire [N-1:0] b,
   input wire [N-1:0] n,
   output reg [N-1:0] y
);
reg [N:0] s [0:N];  
reg [N-1:0] q;      
integer i;
always @(*) begin
   s[0] = 0;
   for (i = 0; i < N; i = i + 1) begin
      s[i + 1] = (s[i] + ((a[i] ? {1'b0, b} : 0) + ((s[i] + (a[i] ? b : 0)) & 1 ? {1'b0, n} : 0))) >> 1;
      q[i] = (s[i] + (a[i] ? b : 0)) & 1;
   end
   if (s[N] >= n)
      y = s[N] - n;
   else
      y = s[N];
end
endmodule
==> run.sh <==
#!/bin/bash
# OpenROAD 26Q1-2900-gdf79404cd8, Yosys 0.63+post, stock flow scripts
make -C /OpenROAD-flow-scripts/flow DESIGN_CONFIG=/design/flow/config.mk WORK_HOME=/design/flow/orfs finish
==> config.mk <==
export PLATFORM = sky130hd
export DESIGN_NAME = mmm
export DESIGN_NICKNAME = mmm
export VERILOG_FILES = /design/flow/design.v
export SDC_FILE = /design/flow/constraint.sdc
export NUM_CORES = 4
export LEC_CHECK = 1
export CORE_UTILIZATION = 40
==> constraint.sdc <==
current_design mmm

set clk_period 122.8
set clk_io_pct 0.2

create_clock -name clk0 -period $clk_period

set non_clock_inputs [all_inputs -no_clocks]
set_input_delay [expr $clk_period * $clk_io_pct] -clock clk0 $non_clock_inputs
set_output_delay [expr $clk_period * $clk_io_pct] -clock clk0 [all_outputs]
==> run notes <==
run metrics: Cell Type Count 94, Net Sw Frac 58.1%, die height 459 um, width of the chip 459 um, Initial Util 40.3%, Flops 0, LEAKAGE 47.8 nW, tool warnings 32, CP max FO 64, Max Freq 9.03 MHz, pin count of the biggest net entering global routing 65, Post-CTS Repair Setup Buffers 0, layout cells sized above 1 3.38%, Setup violations, final 0, number of port buffers 128, Layout fillers 21.2k, post-cts resize count 0, Pre-antenna DRT Iters 5, Area leader share 23.8%, Via-to-Cell Ratio 5.36, fin. max-slew vios 0, Hold WC Path Type primary input to primary output, core area 207000 sq um, Cell area leaders fa_1 (24%), ha_1 (16%), nand2_1 (8.3%), Top Ports 128, count of final hold-check violations 0, period utilization 90.2%, Die Size 211000 sq um, # clk buffers 0, net switching power 0.768 W, Startpoint Class primary input, Slew Limit Headroom 39.3%, ys cells 11.5k, RSZ-0062 raised after global routing false, most used cell, CP inv_1, CP arrival 86.18 ns, Sequential Area 0 sq um, Mapped Cells 11.5k, Critical Path End y[17], Max VDD drop 8750 uV, kind of cell adding the most delay to the critical path adder cells, drt total wl 260000 um, vias in the first global route 72.8k, slowest cell on the critical path a211oi_1, GPL Wtd Cong 0.971, worst path buffer plus inverter count 40, total stage count of the critical path 259, Setup CP Type primary input to primary output, hold bufs inserted after CTS 0, Synth Warn # 2, cell row count 167, Seq share, synth 0%, initial antenna violation count 20, Int Pwr 0.554 W, Pwr per Cell Area 15000 nW/um^2, vias 75.8k, Residual DRC 0, Synth Area per Inst 7.29 sq um, logic area 75300 sq um, Final min period 110.74 ns, Yosys Chip Area 83600 sq um, Largest stage delay, worst path 0.76 ns, CP Capture Type primary output, GRT Overall Usage 25.8%, Commonest cells post-synth nand2_1 (1841), inv_1 (1827), ha_1 (1054), fa_1 (994), a21oi_1 (837), WP data required 98.24 ns, fin area 88100 sq um, Area Overhead vs Synth 5.47%, most numerous cell in the Yosys netlist nand2_1, global-route wire length before repair 412000 um, post-DP HPWL 213000 um, placed cell areas 88100 sq um, Setup crit start a[0], DRT iter0 DRCs 3936, Tightest Pin Transition 0.904 ns, Routed Antenna Nets 0, total gr overflow 0, Fin Setup TNS 0 ns, Mapped Area 83600 sq um, max cap viols 0, WL/cell 18.4 um, biggest area consumer among synthesized cells fa_1, status finished, final reports clean
## placed cells by master, fill, tap and decap left out, types with 105 or more instances in the layout
| cell | instances |
|---|---|
| inv_1 | 1827 |
| nor3_1 | 105 |
| o21a_1 | 105 |
| and2_1 | 425 |
| xnor2_1 | 512 |
| ha_1 | 1054 |
| nand2_1 | 1841 |
| a21oi_1 | 837 |
| a21o_1 | 515 |
| and3_1 | 115 |
| nor2_1 | 455 |
| nor2b_1 | 130 |
| fa_1 | 994 |
| o21ai_0 | 325 |
| nand2b_1 | 146 |
| nand3_1 | 156 |
| buf_4 | 187 |
| xor2_1 | 423 |
| o21bai_1 | 170 |
## tightest hold or removal path, delay by kind of cell
kind | cells | cell delay (ns)
fa+ha+maj | 1 | 0.24
buf+inv | 3 | 0.78
xor+xnor | 1 | 0.15
compound gates | 1 | 0.07
## layer usage
layer | part of all wire, % | vias up | routed length (um) | track usage [%]
li1 | - | 37200 | - | -
met1 | 44 | 36700 | 114000 | 35.8
met2 | 47 | 1617 | 123000 | 42.7
met3 | 6.1 | 262 | 15800 | 4.60
met4 | 2.9 | 8 | 7490 | 5.88
met5 | 0.042 | - | 109 | 0.230
## per-stage QoR
stage	utilization, %	power, W	hold WS, ns	worst slack, ns	std cells
after floorplan	-	1.33	49.28	19.20	11500
after global routing	42.5	1.34	50.46	8.23	14100
final	42.5	1.32	50.37	12.06	14100
after CTS	42.5	1.32	50.38	12.39	14100
after global placement	42.5	1.31	50.39	12.22	14100
after detailed placement	42.5	1.32	50.38	12.62	14100
## worst min-delay path by stage
stage | start | slack [ns] | to | cells after the start
CTS | n[20] | 50.38 | y[20] | 6
global route | n[20] | 50.46 | y[20] | 6
finish | n[20] | 50.37 | y[20] | 6
## area by class of cell
| cell class | instances | share of cell area, % |
|---|---|---|
| multi-input combinational | 9202 | 85.4 |
| antenna | 10 | 0.0284 |
| tap | 2788 | 3.96 |
| timing repair buffer | 322 | 2.84 |
| inverter | 1827 | 7.78 |
## power by group through the flow
| stage | Combinational, W | Clock (W) | Sequential (W) |
|---|---|---|---|
| global route | 1.34 | 0.00000000000111 | 0 |
| CTS | 1.32 | 0 | 0 |
## kinds of logic after synthesis
| kind of cell | Yosys count | synth area share (%) |
|---|---|---|
| buf+inv | 2265 | 10.2 |
| fa+ha+maj | 2048 | 39.6 |
| xor+xnor | 961 | 10.1 |
| simple gates | 3593 | 19.8 |
| compound gates | 2568 | 20.0 |
| mux | 32 | 0.424 |
Power and IR drop assume default switching activity.
