==> design.v <==
module mmm_iteration #(
   parameter integer N = 32
) (
   input wire [N-1:0] a,
   input wire [N-1:0] b,
   input wire [N-1:0] n,
   input wire [N:0] s_ps,
   output wire [N:0] s_ns,
   output wire [N-1:0] y
);
wire [N+1:0] p;
wire q;
wire [N+1:0] t;
wire [N:0] d;
assign p = (s_ps + a[0]*b) % 2;
assign q = p[0];
assign t = (s_ps + q*n + a[0]*b) / 2;
assign d = ((s_ps >= n) ? (s_ps - n) : s_ps);
assign s_ns = t[N:0];
assign y = d[N-1:0];
endmodule
==> run.sh <==
#!/bin/bash
# OpenROAD 26Q1-2900-gdf79404cd8, Yosys 0.63+post, stock flow scripts
make -C /OpenROAD-flow-scripts/flow DESIGN_CONFIG=/design/flow/config.mk WORK_HOME=/design/flow/orfs finish
==> config.mk <==
export PLATFORM = sky130hd
export DESIGN_NAME = mmm_iteration
export DESIGN_NICKNAME = mmm_iteration
export VERILOG_FILES = /design/flow/design.v
export SDC_FILE = /design/flow/constraint.sdc
export NUM_CORES = 4
export LEC_CHECK = 1
export CORE_UTILIZATION = 40
==> constraint.sdc <==
current_design mmm_iteration

set clk_period 27.3
set clk_io_pct 0.2

create_clock -name clk0 -period $clk_period

set non_clock_inputs [all_inputs -no_clocks]
set_input_delay [expr $clk_period * $clk_io_pct] -clock clk0 $non_clock_inputs
set_output_delay [expr $clk_period * $clk_io_pct] -clock clk0 [all_outputs]
==> flow_summary_export.csv <==
group,metric,value,unit
die,die_h,116.0,um
grt,grt_pass1_vias,5469,
run,tool_warnings,63,
layout,drive_above_1_share,1.615,%
routing,drtAntennaViolNets,0,
grt,grt.overflow.total,0,
timing,rsz0062_at_grt,"no",
grt,gr-usage-met1,42.71,%
layout,mostFrequentLayoutCell,"clkdlybuf4s50_1",
synth,yosys_warnings,0,
die,core,0.01262,sq mm
timing,finalCritPeriodShare,59.16,%
placement,place_inst,1101,
routing,finalWirelength,16900,um
setup_path,critical_path.endpoint_type,"output port",
die,rows,41,
run_status,status,"finished, final reports clean",
die,top_level_ports,194,
timing,max_freq,61.92,MHz
synth,netlist_area,0.005197,sq mm
setup_path,startpoint,"a[0]",
grt,grt_antenna_before_repair,0,
power_and_ir_drop,p_per_area,34.95,mW/mm^2
grt,grt_pass1_wl,27080,um
power_and_ir_drop,p_leak,3.390,nW
routing,first_pass_iters,5,
timing,fin_hold_ws,11.91,ns
layout,seqCellArea,0,sq um
routing,drc_errors,0,
setup_path,worstSetupPathType,"in2out",
synth,ys_types,53,
run,max_cap_violations,0,
layout,area_growth,33.32,%
timing,slew-limit-headroom,59.69,%
timing,layout_min_cycle_time,16.15,ns
grt,grt_use_met3,3.250,%
grt,use_met2,39.01,%
synth,synth-seq-area-share,0,%
synth,syn_inst,800,
setup_path,crit_chain,"clkdlybuf4s50_1 > buf_4 > and2_1 > xnor2_2 > buf_4 > nand2_1 > fa_1 > inv_1 > ha_1 > fa_1 > a211oi_1 > o21ai_0 > o2111ai_1 > o211ai_1 > a221oi_1 > o31ai_1 > o211ai_1 > clkdlybuf4s50_1",
power_and_ir_drop,ir_drop,19.41,uV
die,fp_util,41.19,%
placement,gp_congestion,0.9844,
grt,grt_usage,26.14,%
routing,drt_iter0_markers,398,
grt,busiest_layer,"met1",
clock_network,post_cts_buffers,0,
placement,post-dp-hpwl,14790,um
layout,fillers,1220,
setup_path,crit_slowest_cell,"a221oi_1",
timing,setup_viol,0,
routing,vias_per_cell,5.272,
layout,final_cell_mix,"clkdlybuf4s50_1 (163), inv_1 (131), nand2_1 (117)",
routing,routedWlPerCell,15.35,um
placement,portBuffers,163,
routing,diodes,0,
timing,drv_slew,0,
layout,clockBufferCount,0,
die,chipArea,0.01345,sq mm
timing,worst_pin_slew,0.5983,ns
grt,grt_max_degree,34,
setup_path,cp-endpoint,"s_ns[30]",
setup_path,start_kind,"input port",
min_path,hp-class,"in2out",
synth,ys_cells,800,
synth,synth.avg_cell_area,6.497,sq um
power_and_ir_drop,total_power,0.2422,mW
setup_path,crit_arrival,10.69,ns
timing,totalNegativeSetupSlack,0,ns
clock_network,holdBufCountCts,0,
routing,num_vias,5805,
clock_network,cts_resized,0,
timing,hold_violations,0,
setup_path,required,21.84,ns
setup_path,critPathMaxFanout,32,
die,die_w,116.0,um
layout,fin_cells,1101,
layout,fin_util,54.91,%
setup_path,slowest_delay,0.56,ns
synth,ys_area,0.005197,sq mm
layout,ff_count,0,
## cells in the mapped netlist (3+ instances only)
cell,number,area share (%)
inv_1,131,9.5
nand2_1,117,8.4
ha_1,65,16
a21oi_1,64,6.2
nor2_1,54,3.9
o21ai_0,44,4.2
fa_1,33,13
xnor2_1,33,5.6
clkbuf_1,32,2.3
a21o_1,28,4.0
nand4_1,18,2.2
xor2_1,18,3.0
a211oi_1,12,1.7
a31oi_1,11,1.3
nor2b_1,10,1.2
nand3_1,9,0.87
o21a_1,9,1.3
o21ai_1,9,0.87
o31ai_1,9,1.3
nor3_1,8,0.77
and2_1,7,0.84
o211ai_1,7,1.0
nor4_1,6,0.72
o21bai_1,6,0.87
and3_1,5,0.60
buf_2,5,0.48
nand2b_1,5,0.60
a211o_1,4,0.67
and4_1,3,0.51
o2111ai_1,3,0.51
## layout make-up
cell class / instances / area, sq um / area share (%)
multi-input combinational: 630 / 4553 / 65.71
tap: 172 / 215.2 / 3.106
timing repair buffer: 168 / 1669 / 24.09
inverter: 131 / 491.7 / 7.096
## metrics by stage
step           worst slack, ns  cell area (sq um)
6_report                 11.15               6929
4_1_cts                  11.11               6929
3_3_place_gp             11.18               6929
2_1_floorplan            12.96               5197
5_1_grt                  10.68               6929
3_5_place_dp             11.13               6929
## where the power goes
part | switching (mW) | total [mW] | internal (mW)
Sequential | 0 | 0 | 0
Combinational | 0.111 | 0.242 | 0.131
Clock | 0 | 0 | 0
## how the worst min path moves through the flow
stage | from | slack (ns) | cells after the start | end
after CTS | s_ps[0] | 11.92 | 4 | y[0]
after global routing | s_ps[21] | 11.96 | 4 | y[21]
final | s_ps[0] | 11.91 | 4 | y[0]
## logic make-up after synthesis
group / after synthesis / share of synthesized area [%]
AND-OR/OR-AND: 230 / 28.48
XOR/XNOR: 51 / 8.594
adder cells (fa/ha/maj): 98 / 28.36
buffers and inverters: 170 / 12.54
multiplexers: 3 / 0.6018
AND/OR/NAND/NOR: 248 / 21.43
## critical path: cells and delay by family
kind / cells / cell delay (ns)
XOR/XNOR: 1 / 0.13
AND/OR/NAND/NOR: 2 / 0.35
AND-OR/OR-AND: 7 / 1.94
buffers and inverters: 5 / 1.59
adder cells (fa/ha/maj): 3 / 1.18
## per-layer routing
layer | wire, um | up-vias
met2 | 7058 | 184
met5 | 0 | -
met3 | 1086 | 4
li1 | - | 2973
met1 | 8694 | 2644
met4 | 65 | 0
No activity file was given, so power comes from the tool's default toggle rates.
